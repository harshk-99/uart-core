[design/flow/design.v]
`timescale 1ns / 1ps
module clk_gen (
  input              clk_i,
  input              rst_i,
  input      [16:0]  baud_i,
  output reg         tx_clk_o,
  output reg         rx_clk_o
);
integer rx_max   = 0;
integer tx_max   = 0;
integer rx_count = 0;
integer tx_count = 0;
always @(posedge clk_i) begin
	if (rst_i) begin
		rx_max <= 0;
		tx_max <= 0;	
	end
	else begin 		
		case(baud_i)
		  4800:	begin
				rx_max <=11'd651;
				tx_max <=14'd10416;	
			end
			9600: begin
				rx_max <=11'd325;
				tx_max <=14'd5208;
			end
			14400: begin 
				rx_max <=11'd217;
				tx_max <=14'd3472;
			end
			19200: begin 
				rx_max <=11'd163;
				tx_max <=14'd2604;
		  end
			38400: begin
				rx_max <=11'd81;
				tx_max <=14'd1302;
		  end
			57600: begin 
				rx_max <=11'd54;
				tx_max <=14'd868;	
		  end 						
			115200: begin 
				rx_max <=11'd27;
				tx_max <=14'd434;	
			end
		  128000: begin 
				rx_max <=11'd24;
				tx_max <=14'd392;	
			end
			default: begin 
				rx_max <=11'd325;
				tx_max <=14'd5208;	
			end
		endcase
	end
end
always @(posedge clk_i) begin
  if (rst_i) begin
     rx_max     <= 0;
     rx_count   <= 0;
     rx_clk_o   <= 0;
  end else begin
    if (rx_count <= rx_max) begin
      rx_count <= rx_count + 1;
    end else begin
      rx_clk_o <= ~rx_clk_o;
      rx_count <= 0;
    end
  end
end
always @(posedge clk_i) begin
  if (rst_i) begin
    tx_max     <= 0;
    tx_count   <= 0;
    tx_clk_o   <= 0;
  end else begin
    if (tx_count <= tx_max) begin
      tx_count <= tx_count + 1;
    end else begin
      tx_clk_o <= ~tx_clk_o;
      tx_count <= 0;
    end
  end
end
endmodule
`timescale 1ns / 1ns
module uart #(
  parameter VERIFICATION_MODE = 0,
  parameter SOC_COMPLIANT = 1,
  parameter BAUD = 9600,
  parameter LENGTH = 8,
  parameter PARITY_TYPE = 1,
  parameter PARITY_EN = 0,
	parameter STOP = 0
) (
	input 				clk_i, 
	input 				rst_i,
	input 			  tx_start_i,
	input 			  rx_start_i,
	input  [7:0]  tx_data_i,
	input  [7:0]  rx_data_i,  
	input  [16:0] baud_i,
	input  [3:0]  length_i,
	input 			  parity_type_i, 
	input 			  parity_en_i,
	input 			  stop2_i,
	output 			  tx_done_o,
	output        rx_done_o,
	output 			  tx_err_o,
	output 			  rx_err_o,
	output [7:0]  tx_data_o,  
	output [7:0]  rx_out_o
 );
 generate
	if (VERIFICATION_MODE == 1 || SOC_COMPLIANT == 1) begin: VERIFICATION_SOC
		wire tx_clk, rx_clk;
		wire tx_rx;
		clk_gen cg0 (
			.clk_i  	(clk_i),
			.rst_i  	(rst_i),
			.baud_i  	(baud_i),
			.tx_clk_o (tx_clk),
			.rx_clk_o (rx_clk)
		);
		uart_tx tx0 (
			.tx_clk_i   		(tx_clk),
			.tx_start_i   	(tx_start_i),
			.rst_i   				(rst_i), 
			.tx_data_i   		(tx_data_i),
			.length_i   		(length_i),
			.parity_type_i  (parity_type_i),
			.parity_en_i   	(parity_en_i),
			.stop2_i   			(stop2_i),
			.tx_o   				(tx_rx),
			.tx_done_o   		(tx_done_o),
			.tx_err_o   		(tx_err_o)
		);
		uart_rx rx0 (
			.rx_clk_i  			(rx_clk),
			.rx_start_i  		(rx_start_i),
			.rst_i  				(rst_i),
			.rx_i  					(tx_rx),
			.length_i  			(length_i),
			.parity_type_i  (parity_type_i),
			.parity_en_i  	(parity_en_i),
			.stop2_i  			(stop2_i),
			.rx_out_o  			(rx_out_o),
			.rx_done_o  		(rx_done_o),
			.rx_error_o  		(rx_err_o)
		);
	end else begin: BARE_METAL
		wire tx_clk, rx_clk;
		localparam TX_START = 1;
		localparam RX_START = 1;
		clk_gen cg0 (
			.clk_i  	(clk_i),
			.rst_i  	(rst_i),
			.baud_i  	(BAUD),
			.tx_clk_o (tx_clk),
			.rx_clk_o (rx_clk)
		);
		uart_tx tx0 (
			.tx_clk_i   		(tx_clk),
			.tx_start_i   	(TX_START),
			.rst_i   				(rst_i), 
			.tx_data_i   		(tx_data_i),
			.length_i   		(LENGTH),
			.parity_type_i  (PARITY_TYPE),
			.parity_en_i   	(PARITY_EN),
			.stop2_i   			(STOP),
			.tx_o   				(tx_data_o),
			.tx_done_o   		(),
			.tx_err_o   		()
		);
		uart_rx rx0 (
			.rx_clk_i  			(rx_clk),
			.rx_start_i  		(RX_START),
			.rst_i  				(rst_i),
			.rx_i  					(tx_data_o),
			.length_i  			(LENGTH),
			.parity_type_i  (PARITY_TYPE),
			.parity_en_i  	(PARITY_EN),
			.stop2_i  			(STOP),
			.rx_out_o  			(rx_out_o),
			.rx_done_o  		(),
			.rx_error_o  		()
		);
	end
endgenerate 
endmodule
`timescale 1ns / 1ps
module uart_rx (
  input              rx_clk_i,
  input              rx_start_i,
  input              rst_i,
  input              rx_i,
  input        [3:0] length_i,
  input              parity_type_i,
  input              parity_en_i,
  input              stop2_i,
  output reg   [7:0] rx_out_o,
  output logic       rx_done_o,
  output logic       rx_error_o
);
logic       parity = 0;   
logic [7:0] datard = 0;
integer count      = 0;
integer bit_count  = 0;
typedef enum bit [2:0] {
  IDLE              = 0, 
  START_BIT         = 1, 
  RECV_DATA         = 2, 
  CHECK_PARITY      = 3, 
  CHECK_FIRST_STOP  = 4, 
  CHECK_SEC_STOP    = 5, 
  DONE              = 6} state_type;
state_type state      = IDLE;
state_type next_state = IDLE;
always @(posedge rx_clk_i) begin
  if (rst_i)
    state <= IDLE;
  else
    state <= next_state;
end
always @(*) begin
  case (state)
    IDLE:
      begin
        rx_done_o  = 0;
        rx_error_o = 0;
        if (rx_start_i && !rx_i)
          next_state = START_BIT;
        else
          next_state = IDLE;
      end
    START_BIT: 
      begin
        if (count == 7 && rx_i)
          next_state = IDLE;
        else if (count == 15)
          next_state = RECV_DATA;
        else
          next_state = START_BIT;
      end 
    RECV_DATA: 
      begin   
        if (count == 7)
          datard[7:0] = {rx_i, datard[7:1]};
        else if (count == 15 && bit_count == (length_i - 1)) begin
          case (length_i)
            5       : rx_out_o = datard[7:3];
            6       : rx_out_o = datard[7:2];
            7       : rx_out_o = datard[7:1];
            8       : rx_out_o = datard[7:0];
            default : rx_out_o = 8'h00;
          endcase
          if (parity_type_i)
            parity = ^datard;
          else
            parity  = ~^datard;                  
          if (parity_en_i)
            next_state = CHECK_PARITY;
          else
            next_state = CHECK_FIRST_STOP;
        end else
          next_state = RECV_DATA;
      end  
    CHECK_PARITY: 
      begin
        if (count == 7) begin
          if (rx_i == parity)
            rx_error_o = 1'b0;
          else
            rx_error_o = 1'b1;
        end else if (count == 15)
          next_state = CHECK_FIRST_STOP;
        else
          next_state = CHECK_PARITY;                        
      end       
    CHECK_FIRST_STOP: 
      begin
        if (count == 7) begin
          if (rx_i != 1'b1)
            rx_error_o = 1'b1;
          else
            rx_error_o = 1'b0;
        end else if (count == 15) begin
          if (stop2_i)
            next_state = CHECK_SEC_STOP;
          else
            next_state = DONE; 
        end
      end
    CHECK_SEC_STOP: 
      begin
        if (count == 7) begin
          if (rx_i != 1'b1)
            rx_error_o = 1'b1;
          else
            rx_error_o = 1'b0;
        end else if (count == 15)
          next_state = DONE; 
      end
    DONE:
      begin
        rx_done_o  = 1'b1;
        next_state = IDLE;
        rx_error_o = 1'b0;
      end    
  endcase
end
always @(posedge rx_clk_i) begin
  case (state)
    IDLE: 
      begin
        count     <= 0;
        bit_count <= 0;
      end
    START_BIT: 
      begin
        if(count < 15)
          count <= count + 1;
        else
          count <= 0;
      end
    RECV_DATA:
      begin
        if(count < 15)
          count <= count + 1;
        else begin
          count <= 0;
          bit_count <= bit_count + 1;
        end
      end  
    CHECK_PARITY:
      begin
        if(count < 15)
          count <= count + 1;
        else
          count <= 0;   
      end       
    CHECK_FIRST_STOP: 
      begin
        if(count < 15)
          count <= count + 1;
        else
          count <= 0;
      end
    CHECK_SEC_STOP: 
      begin
        if(count < 15)
          count <= count + 1;
        else
          count <= 0; 
      end
    DONE:
      begin
        count     <= 0;
        bit_count <= 0;
      end    
  endcase
end
endmodule
`timescale 1ns / 1ps
module uart_tx(
  input 					 tx_clk_i,
	input 					 tx_start_i,
  input 					 rst_i, 
  input 		 [7:0] tx_data_i,
  input 		 [3:0] length_i,
  input						 parity_type_i,
	input						 parity_en_i,
  input						 stop2_i,
  output reg 			 tx_o,
	output reg 			 tx_done_o,
	output reg 			 tx_err_o
);
logic [7:0] tx_reg;    
logic start_b 	 = 0;
logic stop_b  	 = 1;
logic parity_bit = 0;
integer count = 0;
typedef enum bit [2:0] {
	IDLE 						= 0, 
	START_BIT 			= 1, 
	SEND_DATA 			= 2, 
	SEND_PARITY 		= 3, 
	SEND_FIRST_STOP = 4, 
	SEND_SEC_STOP 	= 5, 
	DONE 						= 6 } state_type;
state_type state 			= IDLE; 
state_type next_state = IDLE;
always @(posedge tx_clk_i) begin
  if (parity_type_i == 1'b1) begin  
    case (length_i)
      4'd5    : parity_bit = ^(tx_data_i[4:0]); 
      4'd6    : parity_bit = ^(tx_data_i[5:0]); 
      4'd7    : parity_bit = ^(tx_data_i[6:0]);
      4'd8    : parity_bit = ^(tx_data_i[7:0]);
      default : parity_bit = 1'b0; 
    endcase
  end else begin
    case(length_i)
      4'd5    : parity_bit = ~^(tx_data_i[4:0]);
      4'd6    : parity_bit = ~^(tx_data_i[5:0]); 
      4'd7    : parity_bit = ~^(tx_data_i[6:0]);
      4'd8    : parity_bit = ~^(tx_data_i[7:0]);
      default : parity_bit = 1'b0; 
    endcase
  end 
end
always @(posedge tx_clk_i) begin
  if (rst_i)
    state <= IDLE;
  else
    state <= next_state;
end
always @(*) begin
	case (state)
    IDLE:
      begin
        tx_done_o     = 1'b0; 
        tx_o          = 1'b1;
        tx_reg        = {(8){1'b0}}; 
        tx_err_o      = 0;
        if (tx_start_i) 
          next_state = START_BIT;
        else
          next_state = IDLE;
      end
    START_BIT: 
      begin
        tx_reg        = tx_data_i;
        tx_o          = start_b;
        next_state    = SEND_DATA;
      end          
    SEND_DATA:
      begin
        if (count < (length_i - 1)) begin
          next_state = SEND_DATA;
          tx_o       = tx_reg[count];
				end else if (parity_en_i) begin
          tx_o         = tx_reg[count];
          next_state   = SEND_PARITY;
        end else begin
          tx_o         = tx_reg[count];
          next_state   = SEND_FIRST_STOP;
        end
      end  
    SEND_PARITY: 
      begin
        tx_o          = parity_bit;
        next_state    = SEND_FIRST_STOP;
      end
    SEND_FIRST_STOP: 
      begin
      	tx_o = stop_b;
       	if (stop2_i)
        	next_state = SEND_SEC_STOP;       
        else
        	next_state = DONE;
      end
    SEND_SEC_STOP: 
      begin
        tx_o        = stop_b;
        next_state  = DONE;
      end
   	DONE:
    	begin
      	tx_done_o   = 1'b1;
      	next_state  = IDLE;
    	end
    default: next_state  = IDLE;
  endcase
end
always @(posedge tx_clk_i) begin
	case(state)
  	IDLE						: count <= 0;
  	START_BIT				: count <= 0;
  	SEND_DATA				: count <= count + 1;
  	SEND_PARITY			: count <= 0;
  	SEND_FIRST_STOP : count <= 0; 
  	SEND_SEC_STOP		: count <= 0;
  	DONE						: count <= 0;
    default					: count <= 0;
 	endcase
end
endmodule
[design/flow/run.sh]
#!/bin/bash
# OpenROAD 26Q1-2900-gdf79404cd8, Yosys 0.63+post, stock flow scripts
make -C /OpenROAD-flow-scripts/flow DESIGN_CONFIG=/design/flow/config.mk WORK_HOME=/design/flow/orfs finish
[design/flow/config.mk]
export PLATFORM = sky130hd
export DESIGN_NAME = uart
export DESIGN_NICKNAME = uart
export VERILOG_FILES = /design/flow/design.v
export SDC_FILE = /design/flow/constraint.sdc
export NUM_CORES = 4
export LEC_CHECK = 1
export CORE_UTILIZATION = 40
[design/flow/constraint.sdc]
current_design uart

set clk_period 6.7
set clk_io_pct 0.2

create_clock -name clk0 -period $clk_period [get_ports {clk_i}]

set non_clock_inputs [all_inputs -no_clocks]
set_input_delay [expr $clk_period * $clk_io_pct] -clock clk0 $non_clock_inputs
set_output_delay [expr $clk_period * $clk_io_pct] -clock clk0 [all_outputs]
==> impl_metrics.tcl <==
# implementation run metrics
set metrics [dict create \
    outcome "finished clean" \
    io_buffers 29 \
    drtAntennaViolNets 0 \
    chip_area_mm2 0.0261 \
    clockBufferDepth 2 \
    grt_util_all_layers 0.163 \
    antenna_found_initial 3 \
    worst_pin_slew_ns 0.845 \
    finalPower_uw 1380 \
    vdd_drop_max_mv 0.201 \
    place.gp.congestion 0.840 \
    core_area_mm2 0.0250 \
    syn_inst 1117 \
    rsz0062_at_grt "no" \
    unclocked_regs 135 \
    holdCritPathClass "flip-flop to flip-flop" \
    areaGrowthSynthToFinish_pct 9.21 \
    cellLeakagePower_uw 0.00392 \
    powerDensity_mw_per_mm2 124 \
    setup_ws_ns 4.11 \
    drtPass1Iterations 7 \
    initCoreUtil 0.406 \
    synth-async-reset-ratio 0 \
    final_core_util 0.444 \
    numCtsBuffers 9 \
    required_ns 6.91 \
    min_period_ns 2.59 \
    clock.fmax_mhz 386 \
    min_period_over_period 0.387 \
    place_hpwl_um 14200 \
    yosys-stat-area_mm2 0.0102 \
    yosysCellCount 1117 \
    drtIter0Drc 572 \
    crit_arrival_ns 2.80 \
    antenna_cells 0 \
    ys_warn_count 139 \
    post_dp_cell_area_mm2 0.0108 \
    final_area_mm2 0.0111 \
    cts_hold_buf 0 \
    worstSkewPairLatency_ns 0.33 \
    vias 7579 \
    path_class "primary input to flip-flop" \
    end_kind "flip-flop" \
    crit_path_max_fanout 30 \
    warnings 55 \
    drv_cap 0 \
    cts_tree "yes" \
    maxSlewHeadroom 0.433 \
    dp_worst_setup_slack_ns 3.76 \
    ys.flops 201 \
    cts_resized 0 \
    overflow 0 \
    grt_max_degree 69 \
    synthDistinctLibCells 61 \
    syn-cell-area_mm2 0.0102 \
    grt_pass1_vias 7153 \
    clk_pin_slew_ns 0.05 \
    untimed_endpoints 210 \
    htree_levels 3 \
    grt_pass1_wl_um 34500 \
    final_cell_mix "183 x nor2_1, 104 x dfxtp_1, 82 x nand2_1" \
    num_io_pins 64 \
    slowest_delay_ns 0.69 \
    hold_viol 0 \
    wire_per_inst_um 13.4 \
    lay_top_count "nor2_1" \
    finalSetupTns_ns 0 \
    post_cts_buffers 0 \
    crit_buf_inv 3 \
    edf_count 64 \
    cp_slowest_cell "clkdlybuf4s50_1" \
    drv_slew 0 \
    avgSynthCellArea_um2 9.11 \
    dieWidth_um 161 \
    die_h_um 161 \
    synthFlopType "dfxtp_1" \
    fin_skew_ns 0.00628 \
    finalSetupViolCount 0 \
    drive_gt1_frac 0.0359 \
    start_kind "primary input" \
    cp_cell_sequence "clkdlybuf4s50_1 -> inv_1 -> nand2_1 -> buf_4 -> nor2_1" \
    std_cell_rows 58 \
    post_drt_via_cell_ratio 5.15 \
    cts_root_buf "clkbuf_16" \
    route.detailed.drc 0 \
    drt-total-wl_um 19700 \
    cp_top_family "buffers and inverters" \
]
==> logic make-up after synthesis <==
logic type               share of synthesized area
flip-flops                                   0.396
multiplexers                               0.00738
XOR/XNOR                                     0.138
latches                                     0.0472
buffers and inverters                       0.0296
adder cells (fa/ha/maj)                     0.0517
other                                     0.000369
AND-OR/OR-AND                               0.0651
AND/OR/NAND/NOR                              0.265
==> Yosys cell counts (9+ instances only) <==
cell type	number	area (µm²)
nor4_1	31	194
o21ai_0	32	160
xor2_1	75	657
inv_1	34	128
a21oi_1	31	155
nand3_1	63	315
buf_4	9	67.6
nor2_1	183	687
dfxtp_1	105	2100
dlxtn_1	32	480
nand2_1	82	308
and4_1	17	149
clkbuf_1	26	97.6
or3_1	19	119
edfxtp_1	64	1920
nand4_1	45	282
ha_1	42	526
nor2b_1	9	56.3
and2_1	15	93.8
and3_1	25	156
xnor2_1	80	701
nor3_1	23	115
==> per-layer routing <==
| metal | part of all wire | up-vias | global-route usage |
|---|---|---|---|
| met3 | 0.028 | 17 | 0.0196 |
| li1 | - | 3964 | - |
| met4 | 0.0097 | 6 | 0.0146 |
| met1 | 0.52 | 3527 | 0.264 |
| met5 | 0.0021 | - | 0 |
| met2 | 0.44 | 65 | 0.254 |
==> stage by stage <==
step | cells | hold slack [ns]
3_5_place_dp | 1457 | 0.437
2_1_floorplan | 1125 | 0.415
6_report | 1473 | 0.449
3_3_place_gp | 1457 | 0.429
4_1_cts | 1473 | 0.445
5_1_grt | 1473 | 0.474
==> cell type report <==
class / instances / area, µm²
fillers: 2384 / 13900
multi-input cells: 853 / 5420
flip-flops and latches: 201 / 4510
well taps: 330 / 413
repair buffers: 39 / 365
clock buffers: 14 / 274
inverters: 34 / 128
clock inverters: 2 / 10.0
==> power breakdown <==
group	internal, µW	switching, µW
sequential	641	23.4
combinational	88.9	184
clock	279	162
total	1010	369
==> worst min-delay path, stage by stage, from the launching register on <==
cell,delay (ns)
dfxtp_1,0.29
inv_1,0.06
a311oi_1,0.05
==> path summary, 6_finish.rpt <==
| check | start | end | slack, ns | cells past startpoint |
|---|---|---|---|---|
| worst max register to register | VERIFICATION_SOC.cg0.tx_count[3]$_SDFF_PP0_ | VERIFICATION_SOC.cg0.tx_count[23]$_SDFF_PP0_ | 4.52 | 5 |
| worst min-delay path | VERIFICATION_SOC.cg0.rx_count[31]$_SDFF_PP0_ | VERIFICATION_SOC.cg0.rx_count[31]$_SDFF_PP0_ | 0.45 | 2 |
| worst min register to register | VERIFICATION_SOC.cg0.rx_count[31]$_SDFF_PP0_ | VERIFICATION_SOC.cg0.rx_count[31]$_SDFF_PP0_ | 0.45 | 2 |
| worst max-delay path | rst_i | VERIFICATION_SOC.cg0.rx_count[19]$_SDFF_PP0_ | 4.11 | 5 |
Power and IR drop assume default switching activity.
